==> flow/design.v <==
module one_shot(
		input      din,
		input      clk, 
		output reg dout
);
wire      _dout;
reg [2:0] cs;
reg [2:0] ns;
always @(posedge clk)
	cs <= ns;		
always @(cs)
	case(cs)
		3'd0: ns <= (din)?3'd1:3'd0;
		3'd1: ns <= (din)?3'd2:3'd0;
		3'd2: ns <= (din)?3'd3:3'd0;
		3'd3: ns <= 3'd4;
		3'd4: ns <= (din)?3'd4:3'd0;
		default: ns <= 3'd0;
	endcase
assign _dout =(cs==3'd3)?1'd1:1'd0;	
always @(negedge clk)
	 dout = _dout;
endmodule		
==> flow/run.sh <==
#!/bin/bash
# OpenROAD 26Q1-2900-gdf79404cd8, Yosys 0.63+post, stock flow scripts
make -C /OpenROAD-flow-scripts/flow DESIGN_CONFIG=/design/flow/config.mk WORK_HOME=/design/flow/orfs finish
==> flow/config.mk <==
export PLATFORM = sky130hd
export DESIGN_NAME = one_shot
export DESIGN_NICKNAME = one_shot
export VERILOG_FILES = /design/flow/design.v
export SDC_FILE = /design/flow/constraint.sdc
export NUM_CORES = 4
export LEC_CHECK = 1
export CORE_AREA = 10 10 70 70
export DIE_AREA = 0 0 80 80
==> flow/constraint.sdc <==
current_design one_shot

set clk_period 1.4
set clk_io_pct 0.2

create_clock -name clk0 -period $clk_period [get_ports {clk}]

set non_clock_inputs [all_inputs -no_clocks]
set_input_delay [expr $clk_period * $clk_io_pct] -clock clk0 $non_clock_inputs
set_output_delay [expr $clk_period * $clk_io_pct] -clock clk0 [all_outputs]
==> changes_impl.md <==
### Implementation results

- TritonRoute pass-1 iters: 2
- Root Driver: clkbuf_4
- CTS tree: done
- DP Area: 208 µm²
- Post-synth area from yosys stat: 130 µm²
- Critical Path Max Stage Delay: 0.28 ns
- CP Max Fanout: 1
- Clock Path Buffers: 2
- Area Overhead vs Synth: 76.0%
- RD Place Congestion: 0.594
- Unrepaired setup endpoints after global routing: yes
- Placed instance count: 61
- Largest net degree at the start of global routing: 5
- Max-cap violations: 0
- Outcome: finished, violations left
- Setup Buffers After CTS: 0
- CP required: 1.12 ns
- Iter 0 DRT Violations: 3
- Antenna violations before repair: 0
- Pins Over Slew Limit: 0
- Via Count: 94
- Critical Path End Type: primary output
- R2r setup slk: 0.17 ns
- OpenROAD warning count: 28
- Final ANT Viol Nets: 0
- Synth Seq Share: 61.5%
- Drt wl/cell: 3.91 µm
- Synth Warn #: 1
- Vias in the first global route: 71
- Largest area contributor in the netlist: dfxtp_1
- CP max stage cell: dfxtp_1
- # rows: 21
- Setup_tns: -0.246 ns
- Crit-path leading delay family: flip-flops
- Slew @ Worst Pin: 0.136 ns
- # setup viols final: 1
- DR DRC count: 0
- VDD IR max: 0.120 mV
- Fin cells: 65
- Failing checks: negative setup slack
- Worst Slack Setup Final: -0.246 ns
- Count of final hold-check violations: 0
- Post-Syn Area: 130 µm²
- Core area: 3420 µm²
- Post-synth area hogs: dfxtp_1 (62%), nand4bb_1 (8.7%), nor2_1 (8.7%)
- Fraction of final layout cells sized beyond drive strength 1: 21.1%
- GRT Total Usage: 0.857%
- FP Util: 3.81%
- I/O pins: 3
- Die Wd: 80 µm
- Post-DR vias/cell: 1.45
- Setup CP Type: flip-flop to primary output
- Post-CTS Hold Fix Bufs: 0
- Power, Total: 0.340 mW
- Power per Cell Area: 1480 nW/µm²
- LEAKAGE: 0.0793 nW
- Cell Type Count: 8
- Synth Area per Inst: 10.0 µm²
- Cell count after synthesis: 13
- Max-area cell share: 61.5%
- Die height: 80 µm
- Arrival @ worst endpoint: 1.37 ns
- Clock sinks: 4
- Synth flops: 4
- CTS Buf Count: 3
- Clock Pin Slew Worst Setup and Hold Paths: 0.04 ns
- Total Wirelength: 254 µm
- CTS H-Tree Depth: 1
- Yosys cell count: 13
- Clock skew: 0.0531 ns
- Die area: 6400 µm²
- Worst min-delay path category: flip-flop to flip-flop
- Final Instance Area: 229 µm²
- # port buffers: 2
- Gr ovfl total: 0
- Buf+Inv Stages, Crit Path: 1
- Crit path launch type: flip-flop
- Diode count: 0
- First-pass GRT wire length: 345 µm
- Worst path cell trace: buf_2
- Relative slew margins: 90.8%
- Clock latency on the worst-skew pair: 0.29 ns
stage by stage:
stage	utilization, %	hold slack [ns]	worst slack (ns)
after floorplan	-	0.431	0.158
after global placement	6.08	0.444	-0.332
after detailed placement	6.08	0.452	-0.326
after CTS	6.70	0.461	-0.260
after global routing	6.70	0.478	-0.273
final	6.70	0.460	-0.246
cells in the mapped netlist:
cell	instances
dfxtp_1	4
nor2_1	3
inv_1	1
nand2_1	1
nand2b_1	1
nand4bb_1	1
o21ai_0	1
xnor2_1	1
cell type report:
cell class | count | area (µm²)
Sequential cell | 4 | 80.1
Timing Repair Buffer | 2 | 15.0
Fill cell | 410 | 3190
Clock inverter | 1 | 3.75
Clock buffer | 4 | 26.3
Tap cell | 46 | 57.6
Multi-Input combinational cell | 8 | 46.3
cell usage in the layout (no fill, tap or decap):
cell type,n
clkbuf_4,3
clkbuf_1,1
xnor2_1,1
nor2_1,3
nand2_1,1
nand4bb_1,1
inv_1,1
nand2b_1,1
clkdlybuf4s50_1,1
dfxtp_1,4
o21ai_0,1
buf_2,1
where the power goes:
part           switching [mW]  internal (mW)  total [mW]
clock network          0.0550          0.111       0.166
logic                 0.00981         0.0190      0.0288
registers              0.0128          0.132       0.145
total                  0.0776          0.262       0.340
sequential cells by signal (all words and copies together), names as in the netlist:
name	count
cs	3
dout	1
per-layer routing:
| metal | GRT usage, % | routed length [µm] |
|---|---|---|
| met1 | 0.731 | 119 |
| met2 | 0.642 | 88 |
| met3 | 1.82 | 46 |
| met4 | 0.352 | 0 |
| met5 | 0 | 0 |
logic make-up after synthesis:
| family | after synthesis | share of synthesized area (%) |
|---|---|---|
| DFF | 4 | 61.5 |
| xor gates and xnor gates | 1 | 6.73 |
| AOI/OAI and AO/OA | 1 | 3.84 |
| and+or+nand+nor | 6 | 25.0 |
| buffers and inverters | 1 | 2.88 |
what timing repair did:
| action | CTS | global route |
|---|---|---|
| gates cloned | 0 | 0 |
| pin swaps | 0 | 0 |
| endpoints found under the setup margin | 1 | 1 |
| gates resized | 3 | 0 |
worst paths after layout:
check	cells past startpoint	to	from
setup / recovery	1	dout	dout$_DFF_N_
hold / removal	1	cs[0]$_DFF_P_	cs[0]$_DFF_P_
setup reg to reg	2	dout$_DFF_N_	cs[0]$_DFF_P_
hold reg to reg	1	cs[0]$_DFF_P_	cs[0]$_DFF_P_
No activity file was given, so power comes from the tool's default toggle rates.
